===== design/flow/design.v =====
module cache #(
    parameter CACHE_SIZE_BYTES = 256,        
    parameter LINE_SIZE_BYTES  = 16,         
    parameter ADDR_WIDTH       = 32
)(
    input  logic                  clk,
    input  logic                  rst,
    input  logic [ADDR_WIDTH-1:0] cpu_addr,       
    input  logic [31:0]           cpu_write_data,  
    input  logic                  cpu_read_en,     
    input  logic                  cpu_write_en,    
    output logic [31:0]           cpu_read_data,   
    output logic                  cpu_stall,       
    output logic [ADDR_WIDTH-1:0] mem_addr,        
    output logic                  mem_read_en,     
    output logic                  mem_write_en,    
    output logic [31:0]           mem_write_data,  
    input  logic [31:0]           mem_read_data,   
    input  logic                  mem_ready        
);
    localparam NUM_LINES    = CACHE_SIZE_BYTES / LINE_SIZE_BYTES;   
    localparam WORDS_PER_LINE = LINE_SIZE_BYTES / 4;               
    localparam OFFSET_BITS  = $clog2(LINE_SIZE_BYTES);             
    localparam INDEX_BITS   = $clog2(NUM_LINES);                   
    localparam TAG_BITS     = ADDR_WIDTH - INDEX_BITS - OFFSET_BITS;  
    localparam WORD_OFFSET_BITS = $clog2(WORDS_PER_LINE);          
    logic                          valid [0:NUM_LINES-1];
    logic [TAG_BITS-1:0]           tags  [0:NUM_LINES-1];
    logic [31:0]                   data  [0:NUM_LINES-1][0:WORDS_PER_LINE-1];
    logic [TAG_BITS-1:0]           addr_tag;
    logic [INDEX_BITS-1:0]         addr_index;
    logic [WORD_OFFSET_BITS-1:0]   addr_word_offset;
    assign addr_tag         = cpu_addr[ADDR_WIDTH-1 -: TAG_BITS];
    assign addr_index       = cpu_addr[OFFSET_BITS +: INDEX_BITS];
    assign addr_word_offset = cpu_addr[2 +: WORD_OFFSET_BITS];
    logic cache_hit;
    assign cache_hit = valid[addr_index] && (tags[addr_index] == addr_tag);
    typedef enum logic [1:0] {
        IDLE,            
        FETCH,           
        WRITE_THROUGH    
    } state_t;
    state_t state, next_state;
    logic [$clog2(WORDS_PER_LINE)-1:0] fetch_word_count;
    logic [ADDR_WIDTH-1:0] fetch_addr;
    assign cpu_read_data = data[addr_index][addr_word_offset];
    assign cpu_stall = (cpu_read_en || cpu_write_en) && !cache_hit && (state == IDLE) ||
                       (state == FETCH);
    always_comb begin
        mem_addr = fetch_addr;
        mem_read_en = (state == FETCH);
        mem_write_en = (state == WRITE_THROUGH);
        mem_write_data = cpu_write_data;
    end
    initial begin
        for (int i = 0; i < NUM_LINES; i++) begin
            valid[i] = 1'b0;
            tags[i] = '0;
            for (int j = 0; j < WORDS_PER_LINE; j++) begin
                data[i][j] = 32'd0;
            end
        end
    end
    always_ff @(posedge clk or posedge rst) begin
        if (rst) begin
            state <= IDLE;
            fetch_word_count <= '0;
            fetch_addr <= '0;
        end else begin
            case (state)
                IDLE: begin
                    if ((cpu_read_en || cpu_write_en) && !cache_hit) begin
                        state <= FETCH;
                        fetch_word_count <= '0;
                        fetch_addr <= {cpu_addr[ADDR_WIDTH-1:OFFSET_BITS], {OFFSET_BITS{1'b0}}};
                    end else if (cpu_write_en && cache_hit) begin
                        data[addr_index][addr_word_offset] <= cpu_write_data;
                        state <= WRITE_THROUGH;
                        fetch_addr <= cpu_addr;
                    end
                end
                FETCH: begin
                    if (mem_ready) begin
                        data[addr_index][fetch_word_count] <= mem_read_data;
                        if (fetch_word_count == WORDS_PER_LINE - 1) begin
                            valid[addr_index] <= 1'b1;
                            tags[addr_index] <= addr_tag;
                            state <= IDLE;
                        end else begin
                            fetch_word_count <= fetch_word_count + 1;
                            fetch_addr <= fetch_addr + 4;
                        end
                    end
                end
                WRITE_THROUGH: begin
                    if (mem_ready) begin
                        state <= IDLE;
                    end
                end
                default: state <= IDLE;
            endcase
        end
    end
endmodule

===== design/flow/run.sh =====
#!/bin/bash
# OpenROAD 26Q1-2900-gdf79404cd8, Yosys 0.63+post, stock flow scripts
make -C /OpenROAD-flow-scripts/flow DESIGN_CONFIG=/design/flow/config.mk WORK_HOME=/design/flow/orfs finish

===== design/flow/config.mk =====
export PLATFORM = sky130hd
export DESIGN_NAME = cache
export DESIGN_NICKNAME = cache
export VERILOG_FILES = /design/flow/design.v
export SDC_FILE = /design/flow/constraint.sdc
export NUM_CORES = 4
export LEC_CHECK = 1
export CORE_UTILIZATION = 30

===== design/flow/constraint.sdc =====
current_design cache

set clk_period 12.6
set clk_io_pct 0.2

create_clock -name clk0 -period $clk_period [get_ports {clk}]

set non_clock_inputs [all_inputs -no_clocks]
set_input_delay [expr $clk_period * $clk_io_pct] -clock clk0 $non_clock_inputs
set_output_delay [expr $clk_period * $clk_io_pct] -clock clk0 [all_outputs]

==> impl_metrics.json <==
{
  "critPathRequiredTime_ps": 10080,
  "antenna_found_initial": 13,
  "ctsLongestPathBuffers": 3,
  "p_total_mw": 22.8,
  "wl_per_cell_um": 37.8,
  "grt_max_degree": 67,
  "synth.top_cells.by_count": "edfxtp_1, a22oi_1, clkbuf_1, nand3_1, a22o_1",
  "path_cells": "buf_4 -> nor2b_2 -> buf_4 -> nand2_1 -> nor2_4 -> buf_4 -> a22o_1 -> a221oi_1 -> nand4_1 -> nor3_1 -> a31oi_1 -> buf_4 -> clkdlybuf4s50_1",
  "regArea_um2": 74400,
  "setup.worst_path.start": "cpu_addr[7]",
  "yosysWarnings": 4,
  "cts.clk_slew.worst_paths_ps": 60,
  "simple_gate_area_share_pct": 4.77,
  "max_slew_margin_pct": 10.8,
  "ys.flop_type": "edfxtp_1",
  "drv_cap": 0,
  "postSynthSeqShare_pct": 79.5,
  "first_pass_iters": 6,
  "min_path_type": "reg2reg",
  "clkSinkCount": 2485,
  "p_clk_share_pct": 32.0,
  "powerDensity_nw_per_um2": 205,
  "p_sw_mw": 6.81,
  "setup_violations": 0,
  "cp_top_family": "buffers and inverters",
  "core_um2": 310000,
  "synth.distinct_cells": 87,
  "place_inst": 9642,
  "top_logic_kind": "AND-OR/OR-AND gates",
  "final_cell_area_um2": 111000,
  "fin_cells": 10103,
  "grt_usage_pct": 25.6,
  "p_leak_nw": 34.4,
  "ys_cells": 5334,
  "first_global_vias": 61130,
  "fmax_ghz": 0.0969,
  "warning_count": 29,
  "min_period_ps": 10320,
  "place_hpwl_um": 215000,
  "ys_sh_mux_pct": 1.26,
  "cts_tree": "done",
  "yosys_area_um2": 93600,
  "row_count": 204,
  "rsz0062_at_grt": "false",
  "edf_count": 2448,
  "end_kind": "output port",
  "synthArstFlopShare_pct": 1.49,
  "fillers": 28067,
  "io_pins": 200,
  "worstSetupPathDepth": 13,
  "cts_root_buffer": "clkbuf_16",
  "routabilityCongestion": 0.948,
  "htree_levels": 4,
  "io_buffers": 199,
  "chipArea_um2": 314000,
  "floorplan.core_util_pct": 30.2,
  "rr_endpoint": "data[25][1]$_DFFE_PP_",
  "dr_total_vias": 60022,
  "startpoint_type": "primary input",
  "worst-r2r-cell-count": 13,
  "netlist.area_leader.share_pct": 78.5,
  "p_comb_share_pct": 17.3,
  "synthAdderAreaFrac_pct": 0.0668,
  "drc_errors": 0,
  "intPower_mw": 16.0,
  "timing.final.crit_share_pct": 81.9,
  "overflow": 0,
  "crit_arrival_ps": 7800,
  "hold_violations": 0,
  "synth.avg_cell_area_um2": 17.6,
  "die_y_um": 561,
  "skew_ps": 109,
  "seqPwrFrac_pct": 50.7,
  "crit_path_top_delay_cell": "nor2_4",
  "postCtsSetupBuffers": 0,
  "worst_pin_slew_ps": 1340,
  "slew_viol_final": 0,
  "ys_sh_xor_pct": 0.131,
  "fin_tns_setup_ps": 0,
  "cp_common_cell": "buf_4",
  "path_class": "in2out",
  "fp.dieW_um": 561,
  "viasPerCell": 5.94,
  "top_area_cell": "edfxtp_1",
  "drive_above_1_share_pct": 15.7,
  "syn_to_final_growth_pct": 18.9,
  "r2r_slack_ps": 6660,
  "numCtsBuffers": 241,
  "worstReg2RegStart": "tags[1][3]$_DFFE_PP_",
  "clk_latency_ps": 990,
  "outcome": "complete, no violations",
  "drtAntennaViolNets": 0,
  "cp_max_fo": 37,
  "top_cell": "edfxtp_1",
  "placed_cell_area_um2": 103000,
  "syn_area_um2": 93600,
  "p_sw_share_pct": 29.8,
  "cts_resized": 0,
  "synthCells": 5334,
  "ys_ff": 2485,
  "vdd_drop_max_mv": 0.192,
  "slowest_delay_ps": 1010,
  "cp-endpoint": "cpu_read_data[19]",
  "holdBufCountCts": 0,
  "cp_num_buf_inv": 5,
  "routed_wl_um": 382000,
  "compound_area_share_pct": 12.3,
  "drtIter0Drc": 5304,
  "grt_pass1_wl_um": 512000,
  "comb_area_um2": 18800,
  "top_cells_by_area": "edfxtp_1, a22oi_1, a22o_1"
}
[flip-flops by register name (all words and copies together) (netlist names)]
register          count
valid                16
data               2048
tags                384
fetch_addr           32
fetch_word_count      2
state                 3
[logic make-up after synthesis]
kind of cell / Yosys count
buffers and inverters: 422
xor gates and xnor gates: 14
AOI/OAI and AO/OA: 1442
other: 1
DFF: 2485
adders and majority gates: 5
and+or+nand+nor: 857
muxes: 108
[worst min path at each step]
stage                        startpoint                         to  cells after the start
CTS           fetch_addr[0]$_DFFE_PP0P_  fetch_addr[0]$_DFFE_PP0P_                      1
global route  fetch_addr[0]$_DFFE_PP0P_  fetch_addr[0]$_DFFE_PP0P_                      1
finish        fetch_addr[1]$_DFFE_PP0P_  fetch_addr[1]$_DFFE_PP0P_                      1
[metrics by stage]
step / hold WS (ps) / util (%) / setup WS, ps
after CTS: 526 / 36.0 / 2560
after global routing: 541 / 36.0 / 2410
after floorplan: 449 / - / 4410
after detailed placement: 507 / 33.4 / 2570
after global placement: 504 / 33.4 / 2640
final: 521 / 36.0 / 2280
[power by group through the flow]
stage,logic (mW),clock network [mW],registers (mW)
4_1_cts,3.76,7.32,11.6
5_1_grt,3.97,7.63,11.7
6_report,3.95,7.30,11.6
[layout make-up]
type                       count  share of cell area (%)
antenna                        6                  0.0135
clock buffer                 301                    5.68
clock inverter               154                    1.57
inverter                      45                   0.152
multi-input combinational   2442                    16.9
sequential                  2485                    66.9
tap                         4120                    4.63
timing repair buffer         550                    4.21
[placed cells by master (no fill, tap or decap), types with 55 or more instances in the layout]
cell type        instances
edfxtp_1              2448
a22oi_1                715
buf_4                  348
clkbuf_16              241
nand3_1                210
clkdlybuf4s50_1        194
a22o_1                 174
a221oi_1               168
nand4_1                153
nand2_1                113
a21oi_1                 91
nor2_1                  87
nor2_4                  79
a221oi_4                64
nor4_1                  56
clkinv_1                55
[metal layers]
layer,wire length (µm),share of wire [%],up-vias,track usage [%]
li1,-,-,23217,-
met1,103000,27,28904,22.5
met2,163000,43,6431,35.6
met3,88300,23,1361,26.5
met4,24100,6.3,109,12.1
met5,3640,0.95,-,9.41
