==> design.v <==
module rat #(
    parameter PHYS_REG_BITS = 6
) (
    input  logic        clk,
    input  logic        rst,
    input  logic        flush,    
    input  logic [4:0]  rs1,
    input  logic [4:0]  rs2,
    output logic [PHYS_REG_BITS-1:0] phys_rs1,
    output logic [PHYS_REG_BITS-1:0] phys_rs2,
    input  logic        rename_en,
    input  logic [4:0]  rename_rd,
    input  logic [PHYS_REG_BITS-1:0] rename_phys_rd,   
    output logic [PHYS_REG_BITS-1:0] rename_old_phys,   
    input  logic        commit_en,
    input  logic [4:0]  commit_rd,
    input  logic [PHYS_REG_BITS-1:0] commit_phys_rd
);
    logic [PHYS_REG_BITS-1:0] spec_rat [0:31];
    logic [PHYS_REG_BITS-1:0] comm_rat [0:31];
    assign phys_rs1 = (rs1 == 5'd0) ? {PHYS_REG_BITS{1'b0}} :
                      (rename_en && rename_rd == rs1 && rename_rd != 5'd0) ? rename_phys_rd :
                      spec_rat[rs1];
    assign phys_rs2 = (rs2 == 5'd0) ? {PHYS_REG_BITS{1'b0}} :
                      (rename_en && rename_rd == rs2 && rename_rd != 5'd0) ? rename_phys_rd :
                      spec_rat[rs2];
    assign rename_old_phys = spec_rat[rename_rd];
    always_ff @(posedge clk or posedge rst) begin
        if (rst) begin
            integer i;
            for (i = 0; i < 32; i++) begin
                spec_rat[i] <= i[PHYS_REG_BITS-1:0];
                comm_rat[i] <= i[PHYS_REG_BITS-1:0];
            end
        end else if (flush) begin
            integer i;
            for (i = 0; i < 32; i++) begin
                spec_rat[i] <= comm_rat[i];
            end
        end else begin
            if (rename_en && rename_rd != 5'd0) begin
                spec_rat[rename_rd] <= rename_phys_rd;
            end
            if (commit_en && commit_rd != 5'd0) begin
                comm_rat[commit_rd] <= commit_phys_rd;
            end
        end
    end
endmodule
==> run.sh <==
#!/bin/bash
# OpenROAD 26Q1-2900-gdf79404cd8, Yosys 0.63+post, stock flow scripts
make -C /OpenROAD-flow-scripts/flow DESIGN_CONFIG=/design/flow/config.mk WORK_HOME=/design/flow/orfs finish
==> config.mk <==
export PLATFORM = sky130hd
export DESIGN_NAME = rat
export DESIGN_NICKNAME = rat
export VERILOG_FILES = /design/flow/design.v
export SDC_FILE = /design/flow/constraint.sdc
export NUM_CORES = 4
export LEC_CHECK = 1
export CORE_UTILIZATION = 40
==> constraint.sdc <==
current_design rat

set clk_period 5.8
set clk_io_pct 0.2

create_clock -name clk0 -period $clk_period [get_ports {clk}]

set non_clock_inputs [all_inputs -no_clocks]
set_input_delay [expr $clk_period * $clk_io_pct] -clock clk0 $non_clock_inputs
set_output_delay [expr $clk_period * $clk_io_pct] -clock clk0 [all_outputs]
==> deck_impl_summary.md <==
Flow Results at a Glance

Logic synthesis
  • Synth top area cells: dfrtp_1, dfstp_2, mux2_2
  • Yosys stat area: 22,300 sq um
  • Post-synth top area cell: dfrtp_1
  • Distinct cell type count of the synthesized netlist: 75
  • Seq/Total Area, Yosys: 43.9%
  • Post-synth EDFFs: 0
  • Cells after Synth: 2,242
  • Top-count cell post-synth: nand2_1
  • YS warnings: 3
  • #FFs+latches synth: 384
  • Yosys top cell area share: 25.1%
  • Commonest flop: dfrtp_1
  • Number of cells in Yosys stat: 2,242
  • Synth top cells by count: nand2_1, mux2_2, dfrtp_1, mux2i_1, o21ai_0
  • FFs w/ async S/R, synth: 100%
  • Mean Syn Cell Area: 9.96 sq um
  • Mapped cell area: 22,300 sq um

Detailed routing
  • Iter 0 DRT Violations: 2,427
  • DRC Markers: 0
  • DR vias/cell: 7.05
  • Drt wl/cell: 45.6 um
  • Final ANT Viol Nets: 0
  • DR pass1 iterations: 6
  • Routed WL: 142,000 um
  • DR vias: 22,000

Critical path
  • Crit Path Class: input port to output pin
  • Critical Path, Cell by Cell: clkdlybuf4s50_1 > buf_4 > and2_1 > a22o_1 > a32oi_1 > nand4_1 > a2111oi_0 > o31ai_1 > clkdlybuf4s50_1
  • Crit path required time: 4640 ps
  • Crit-path most repeated cell: clkdlybuf4s50_1
  • Nature of the critical path startpoint: input port
  • Worst reg2reg path depth: 2
  • R2R Path Start: spec_rat[26][0]$_DFFE_PP0P_
  • Nature of the critical path endpoint: output pin
  • Crit-path slowest cell: a2111oi_0
  • Reg2Reg Setup Slack: 4120 ps
  • Worst path max stage delay: 830 ps
  • Maximum fanout along the worst path: 15
  • WP data arrival: 4580 ps
  • Worst reg2reg path endpoint: spec_rat[26][0]$_DFFE_PP0P_

Power and ir drop
  • Power Dens Cells: 317 nW/um^2
  • Max IR drop VDD: 0.419 mV
  • Static leakage: 11.0 nW

STA
  • Fin. Hold Viols: 0
  • Measured slew at the worst slew-check pin: 1160 ps
  • Hold_ws: 371 ps
  • FMAX: 0.174 GHz
  • Final worst-path cycle share: 99.0%
  • Unrepaired setup endpoints after global routing: no
  • Skew final: 49.2 ps
  • Fin. max-slew vios: 0
  • Max-slew headroom: 22.8%
  • Final setup violation count: 0
  • Min Tclk post-route: 5740 ps

GRT
  • Largest net degree at the start of global routing: 184
  • Vias in the first global route: 21,600
  • First-pass GRT wire length: 189,000 um
  • Layer with the highest usage: met2
  • Met1 GRT Util: 61.1%
  • GRT Util Overall: 52.3%
  • GR Util met3: 28.4%
  • GR Util met2: 70.4%
  • Initial antenna violation count: 29
  • Total gr overflow: 0

Place
  • Routability cong.: 1.16
  • Port Buf Inserts: 54
  • DP HPWL: 98,500 um
  • Cells after DPL: 3,014

Floorplan
  • Io pins: 55
  • Die width: 238 um
  • Core area: 55,100 sq um
  • Height of the die: 238 um
  • # rows: 86
  • Floorplan utilization: 40.6%
  • Die Area: 56,800 sq um

Finish
  • Syn-to-layout area delta: 15.5%
  • Layout cells sized above 1: 28.3%
  • Finished Layout Cells: 3,116

Clock tree
  • Cts repair resizes: 0
  • Worst skew pair latency: 590 ps
  • CTS Hold Bufs: 0
  • CTS buffer count: 39
  • CTS tree: yes
  • CTS clk-pin slew, worst paths: 60 ps
  • Clock Tree Buf Depth: 3
  • Clk sinks: 384
  • Post-CTS Setup Repair Bufs: 0
  • Root Driver: clkbuf_16
  • Htree depth: 2

Hold path
  • Worst hold start: comm_rat[0][3]$_DFFE_PP0P_
  • WHS Endpoint: comm_rat[0][3]$_DFFE_PP0P_
  • Hold path cells: 0
  • HP Class: flop to flop

Flow run
  • OpenROAD warnings: 38
  • Max cap viols: 0

Status
  • Status: finished, final reports clean
==> through the flow <==
step / setup WS [ps] / TNS, ps / util, % / power, mW / instance area [sq um]
floorplan: -391 / -87660 / - / 4.14 / 22300
global placement: 105 / 0 / 44.1 / 5.23 / 24300
detailed placement: 183 / 0 / 44.1 / 5.25 / 24300
CTS: 166 / 0 / 46.7 / 8.02 / 25700
global route: 65.0 / 0 / 46.8 / 8.27 / 25800
finish: 57.8 / 0 / 46.8 / 8.19 / 25800
==> layout by cell type (no fill, tap or decap), drive strengths merged, types with 50 or more instances in the layout <==
cell and count:
nand2 282, dfstp 160, a22oi 50, mux2 228, nand3 86, mux2i 210, o21ai 212, dfrtp 224
buf 172, clkbuf 56, nor2 84
==> worst max-delay path: cells and delay by family <==
kind / cells / cell delay (ps)
compound gates: 4 / 1750
buf+inv: 3 / 1320
simple gates: 2 / 340
==> power breakdown <==
| group | switching [mW] | leakage [nW] | internal [mW] | total (mW) |
|---|---|---|---|---|
| clock network | 1.11 | 0.687 | 1.61 | 2.72 |
| registers | 0.978 | 4.66 | 3.14 | 4.12 |
| logic | 0.819 | 5.65 | 0.535 | 1.35 |
==> registers in the layout, indices dropped and copies added (netlist names) <==
name / count
spec_rat: 192
comm_rat: 192
==> how the worst max path moves through the flow <==
stage / endpoint / slack [ps] / startpoint
6_report: phys_rs2[0] / 60 / rs2[3]
4_1_cts: phys_rs2[0] / 170 / rs2[3]
5_1_grt: phys_rs2[0] / 60 / rs2[3]
==> final cells by class <==
| type | instances | area [sq um] |
|---|---|---|
| antenna | 30 | 75.1 |
| clock buffer | 56 | 1130 |
| clock inverter | 16 | 288 |
| fill | 4722 | 29300 |
| inverter | 9 | 37.5 |
| multi-input combinational | 1655 | 11600 |
| sequential | 384 | 9810 |
| tap | 748 | 936 |
| timing repair buffer | 218 | 1900 |
==> metal layers <==
layer / part of all wire [%] / vias to the layer above / routed length (um)
met4: 9.9 / 22 / 14100
met3: 15 / 613 / 20600
li1: - / 8443 / -
met1: 34 / 10900 / 48400
met2: 41 / 1962 / 58100
met5: 0.59 / - / 834
==> cell families (layout without fill, tap and decap cells) <==
kind of cell	Yosys count	count (layout)	share of synthesized area [%]
and+or+nand+nor	717	717	16.3
AOI/OAI and AO/OA	490	490	14.5
buffers and inverters	203	299	4.04
other	0	30	0
muxes	438	438	20.9
DFF	384	384	43.9
xor gates and xnor gates	10	10	0.392
Power and IR drop assume default switching activity.
