==> /design/flow/design.v <==
module branch_target_buffer #(
    parameter INDEX_BITS = 6,   
    parameter TAG_BITS = 24    
)(
    input  logic        clk,
    input  logic        rst,
    input  logic [31:0] pc_if,            
    output logic        btb_hit,          
    output logic [31:0] btb_target,       
    input  logic        update_en,        
    input  logic [31:0] update_pc,        
    input  logic [31:0] update_target,    
    input  logic        update_is_branch  
);
    localparam NUM_ENTRIES = (1 << INDEX_BITS);
    logic                valid  [0:NUM_ENTRIES-1];
    logic [TAG_BITS-1:0] tags   [0:NUM_ENTRIES-1];
    logic [31:0]         targets[0:NUM_ENTRIES-1];
    logic [INDEX_BITS-1:0] lookup_index;
    logic [TAG_BITS-1:0]   lookup_tag;
    logic [INDEX_BITS-1:0] update_index;
    logic [TAG_BITS-1:0]   update_tag;
    assign lookup_index = pc_if[INDEX_BITS+1:2];
    assign lookup_tag = pc_if[INDEX_BITS+TAG_BITS+1:INDEX_BITS+2];
    assign update_index = update_pc[INDEX_BITS+1:2];
    assign update_tag = update_pc[INDEX_BITS+TAG_BITS+1:INDEX_BITS+2];
    assign btb_hit = valid[lookup_index] && (tags[lookup_index] == lookup_tag);
    assign btb_target = targets[lookup_index];
    initial begin
        for (int i = 0; i < NUM_ENTRIES; i++) begin
            valid[i] = 1'b0;
            tags[i] = '0;
            targets[i] = 32'd0;
        end
    end
    always_ff @(posedge clk or posedge rst) begin
        if (rst) begin
            for (int i = 0; i < NUM_ENTRIES; i++) begin
                valid[i] <= 1'b0;
                tags[i] <= '0;
                targets[i] <= 32'd0;
            end
        end else if (update_en && update_is_branch) begin
            valid[update_index] <= 1'b1;
            tags[update_index] <= update_tag;
            targets[update_index] <= update_target;
        end
    end
endmodule
==> /design/flow/run.sh <==
#!/bin/bash
# OpenROAD 26Q1-2900-gdf79404cd8, Yosys 0.63+post, stock flow scripts
make -C /OpenROAD-flow-scripts/flow DESIGN_CONFIG=/design/flow/config.mk WORK_HOME=/design/flow/orfs finish
==> /design/flow/config.mk <==
export PLATFORM = sky130hd
export DESIGN_NAME = branch_target_buffer
export DESIGN_NICKNAME = branch_target_buffer
export VERILOG_FILES = /design/flow/design.v
export SDC_FILE = /design/flow/constraint.sdc
export NUM_CORES = 4
export LEC_CHECK = 1
export CORE_UTILIZATION = 40
==> /design/flow/constraint.sdc <==
current_design branch_target_buffer

set clk_period 12.2
set clk_io_pct 0.2

create_clock -name clk0 -period $clk_period [get_ports {clk}]

set non_clock_inputs [all_inputs -no_clocks]
set_input_delay [expr $clk_period * $clk_io_pct] -clock clk0 $non_clock_inputs
set_output_delay [expr $clk_period * $clk_io_pct] -clock clk0 [all_outputs]
==> ci_impl_report.md <==
## Synthesis and layout report

| Metric | Value |
|---|---|
| Power Dens Cells | roughly 150 mW/mm^2 |
| Number of synthesized flops with an enable pin | 0 |
| Hold Path Sink | valid[62] |
| Bufs on Longest Clock Path | 4 |
| Cells in synth_stat.txt | approximately 12,000 |
| Clock tree from TritonCTS | yes |
| Number of placed I/O pins | ~130 |
| Startpoint of the worst register-to-register path | tags[0][15] |
| Yosys chip area | 0.159 mm^2 |
| Reg area | approximately 0.091 mm^2 |
| Placer Congestion | 0.940 |
| Multi-input gate area | ~0.064 mm^2 |
| Number of library cell types mapped by synthesis | around 73 |
| Number of nets with antenna violations after detailed routing | 0 |
| Max capacitance violation total | 0 |
| HPWL after DPL | about 400,000 um |
| Number of global-route vias before repair | about 120k |
| Worst Hold Launch | valid[62] |
| R2R Path End | tags[0][15] |
| Kind of start point of the critical path | input port |
| Total setup violations reported at the end of the flow | 0 |
| Number of buffers inserted for hold repair after clock tree synthesis | 0 |
| Reg-to-reg slack, setup | roughly 11 ns |
| Wire length of the first global-routing pass | between 900,000 and 1,000,000 um |
| Number of DRC markers after the initial detailed-route iteration | around 10,000 |
| Die y size | roughly 630 um |
| Fin Clk Skew | 0 ns |
| X dimension of the die | about 630 um |
| Avg WL per Cell | 40.5 um |
| Drt via density | about 6.6 |
| Biggest area cells | dfrtp_1 (57%), mux2_2 (25%), a22oi_1 (6.2%), clkbuf_1 (2.2%), nand4_1 (1.4%) |
| Cell type with the highest occurrence count on the critical path | buf_4 |
| Port Buffers | 128 |
| Worst reg2reg path depth | 1 |
| Maximum number of pins on one net before global-route repair | 143 |
| # H-tree levels | 5 |
| Slew margin rel. | roughly 10% |
| Clock-pin slew reported for the worst setup and hold paths after clock tree synthesis | 0.06 ns |
| Num rows | roughly 230 |
| Most frequently used flop master after synthesis | dfrtp_1 |
| Final-report max-slew violation count | 0 |
| Initial antenna violation count | 43 |
| Mean instance size in the synthesized netlist | 13.3 um^2 |
| Highest-count logic cell in the final layout | dfrtp_1 |
| Result of the run | finished, final reports clean |
| Chain of cells forming the critical path | buf_4 > nand4bb_1 > nor2_4 > buf_4 > buf_4 > a22oi_1 > nand4_1 > nor4_1 > buf_4 > and3_1 > a2111oi_2 > nand4_1 > nor4_2 > clkdlybuf4s50_1 |
| Post-synthesis async set-or-reset flop share | 100% |
| Post-cts sizing count | 0 |
| Worst IR Drop VDD | roughly 0.13 mV |
| Number of buffers created by CTS | about 380 |
| Unrepaired setup endpoints after global routing | no |
| Post-synth regs | 3,648 |
| Overflow left after global routing | 0 |
| Detailed Route WL | just over 700,000 um |
| Shortest clock period the worst path allows after layout | approximately 12 ns |
| Chip area | approximately 0.4 mm^2 |
| Synth warnings | 4 |
| Share of cells above drive strength 1 | 41.5% |
| Count of tool warnings | roughly 95 |
| Worst Path Max Fanout | 46 |
| Type of element capturing the critical path | output port |
| Leakage dissipation | 87.8 nW |
| Clock net sink count | 3,648 |
| DRC violations left | 0 |
| Fraction of the core area occupied by cells at floorplan | roughly two fifths |
| Start-to-end type of the worst setup path | in2out |
| Peak per-stage delay on the critical path | 1.03 ns |
| WHS Path Cells | 1 |
| Count of mapped cells out of synthesis | ~12,000 |
| Hold Path Class | reg2reg |
| Critical Path Slowest Stage Cell | nand4bb_1 |
| Required time at the endpoint of the critical path | about 10 ns |
| Area fraction of the dominant cell type after synthesis | 57.3% |
| Largest area contributor in the synthesized netlist | dfrtp_1 |
| Arrival time at the worst endpoint | 9.28 ns |
| Top Layout Cells | dfrtp_1 (3,648), mux2_2 (3,600), a22oi_1 (1,306) |
| Crit path launch | pc_if[6] |
| Seq/Total Area, Yosys | between 50% and 60% |
| Setup Total Neg Slack | 0 ns |
| Number of setup buffers added after CTS | 0 |
| Hold_ws | between 0.4 and 0.5 ns |
| Hold violation count in the final report | 0 |
| Pin slew with the least headroom to its limit | between 1 and 1.5 ns |
| Total Routing Usage GR | between 30% and 40% |
| Clock latency on the worst-skew pair | around 0.97 ns |
| Filler cells | 33,700 |
| Highest achievable clock rate | between 80 and 90 MHz |
| Detailed-routing iteration count for the pre-antenna-repair pass | 8 |
| Cycle use final | between 90 and 100% |
| Detailed-route via count | between 100k and 150k |
| Area growth, synth to finish | 13.5% |
| Synth Cell Area | between 0.15 and 0.2 mm^2 |
| Buffer type at the clock tree root | clkbuf_16 |
| Core Region | roughly 0.40 mm^2 |
[per-layer routing]
metal	up-vias	GRT usage, %	wire length, um
met2	7767	49.4	294000
met5	-	2.57	1030
met4	40	22.4	52600
met3	2415	24.6	113000
li1	44300	-	-
met1	60300	43.6	244000
[where the power goes]
group | internal [W] | switching, W
Clock | 0.00689 | 0.00504
Combinational | 0.000898 | 0.00111
Sequential | 0.0131 | 0.000484
[Yosys cell counts, types with 7 or more instances]
cell / n
mux2_2: 3600
buf_1: 218
o21a_1: 29
a31oi_1: 10
clkbuf_1: 931
nor4b_1: 9
a22oi_1: 1306
a21oi_1: 56
nor2_1: 144
buf_4: 13
nand3b_1: 19
buf_2: 66
a32oi_1: 20
nand2_1: 311
or2_2: 26
nor3_1: 91
or4_1: 12
mux2i_1: 47
buf_6: 13
a222oi_1: 8
nor4_1: 86
and3_1: 186
a221o_1: 7
nand3_1: 423
and4_1: 12
a2111oi_0: 63
a22o_1: 46
inv_1: 9
xnor2_1: 7
nand2b_1: 55
dfrtp_1: 3648
a221oi_1: 9
nand4_1: 350
[worst max path at each step]
stage	endpoint	cells after the start	slack, ns
4_1_cts	btb_hit	14	0.93
5_1_grt	btb_hit	14	0.60
6_report	btb_hit	14	0.48
[cell type report]
type                    count  area share (%)
inverters                   9          0.0208
clock inverters           123           0.901
repair buffers            688            3.19
diodes                     63          0.0872
well taps                5242            3.63
multi-input cells        7053            35.5
clock buffers             562            6.12
flip-flops and latches   3648            50.5
[through the flow]
step	setup slack (ns)	power [W]	instance area, um^2	utilization [%]	cells
final	0.483	0.0275	181000	45.6	17400
after global routing	0.598	0.0283	181000	45.6	17300
after CTS	0.933	0.0275	181000	45.6	17300
after detailed placement	0.916	0.0157	168000	42.4	16600
after global placement	0.893	0.0156	168000	42.4	16600
after floorplan	-41.05	0.0152	159000	-	12000
[logic make-up after synthesis]
family	synth area share (%)
compound gates	7.70
buf+inv	3.09
simple gates	6.08
xor+xnor	0.0550
mux	25.8
flops	57.3
[flip-flops by register name, indices dropped and copies added, names as in the netlist]
name     count
valid       64
tags      1536
targets   2048
[worst max-delay path: cells and delay by family]
kind / cells / cell delay (ns)
AND/OR/NAND/NOR: 7 / 3.67
buffers and inverters: 5 / 2.41
AND-OR/OR-AND: 2 / 0.59
Power is estimated from default activity; no workload was simulated.
