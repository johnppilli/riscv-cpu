<file path="flow/design.v">
module register_file (
    input  logic        clk,
    input  logic        we,            
    input  logic [4:0]  rs1,           
    input  logic [4:0]  rs2,           
    input  logic [4:0]  rd,            
    input  logic [31:0] write_data,    
    output logic [31:0] read_data1,    
    output logic [31:0] read_data2     
);
    logic [31:0] registers [0:31];
    initial begin
        for (int i = 0; i < 32; i++) begin
            registers[i] = 32'd0;
        end
    end
    assign read_data1 = (rs1 == 5'd0) ? 32'd0 :
                        (we && rd == rs1 && rd != 5'd0) ? write_data :
                        registers[rs1];
    assign read_data2 = (rs2 == 5'd0) ? 32'd0 :
                        (we && rd == rs2 && rd != 5'd0) ? write_data :
                        registers[rs2];
    always_ff @(posedge clk) begin
        if (we && rd != 5'd0) begin   
            registers[rd] <= write_data;
        end
    end
endmodule
</file>
<file path="flow/constraint.sdc">
current_design register_file

set clk_period 7.7
set clk_io_pct 0.2

create_clock -name clk0 -period $clk_period [get_ports {clk}]

set non_clock_inputs [all_inputs -no_clocks]
set_input_delay [expr $clk_period * $clk_io_pct] -clock clk0 $non_clock_inputs
set_output_delay [expr $clk_period * $clk_io_pct] -clock clk0 [all_outputs]
</file>
<file path="flow/config.mk">
export PLATFORM = sky130hd
export DESIGN_NAME = register_file
export DESIGN_NICKNAME = register_file
export VERILOG_FILES = /design/flow/design.v
export SDC_FILE = /design/flow/constraint.sdc
export NUM_CORES = 4
export LEC_CHECK = 1
export CORE_UTILIZATION = 30
</file>
<file path="flow/run.sh">
#!/bin/bash
# OpenROAD 26Q1-2900-gdf79404cd8, Yosys 0.63+post, stock flow scripts
make -C /OpenROAD-flow-scripts/flow DESIGN_CONFIG=/design/flow/config.mk WORK_HOME=/design/flow/orfs finish
</file>
==> metrics.cfg <==
[routing]
vias = 29800
drcViolationCount = 0
finalWirelength_mm = 152.9
wl_per_cell_um = 28.43
firstDrtPassIters = 7
via_per_inst = 5.539
drtIter0Drc = 2035
antenna_left = 0

[pwr]
irDropWorstVdd_v = 0.0001831
p_leak_uw = 0.01904
p_total_uw = 12210
p_per_area_mw_per_mm2 = 218.4

[sta]
hold_viol_final = 0
slew_violations = 0
setup_violations = 0
finalCriticalPeriod_ns = 6.796
holdWs_ns = 1.701
clock.fmax_ghz = 0.1471
finalClockPeriodUsage_pct = 88.26
timing.setup.tns_ns = 0
tightest_slew_ns = 1.049
grt_setup_unrepaired = false
max_slew_margin_pct = 29.87

[synthesis]
ys.flop_type = edfxtp_1
postSynth.asyncResetShare_pct = 0
yosysWarnings = 1
ys_cells = 3020
yosys.area.top_type = edfxtp_1
synth_cells = 3020
most_common_cell = edfxtp_1
area_leaders = edfxtp_1 (63%), mux2i_1 (14%), mux4_2 (9.2%), a22oi_1 (2.9%), a221oi_1 (1.1%)
syn-cell-area_mm2 = 0.04871
postSynthSeqShare_pct = 63.13
top_cells_by_count = edfxtp_1 (1,024), mux2i_1 (692), mux4_2 (199)
syn_avg_cell_area_um2 = 16.13
ys_seq_elements = 1024
yosys-stat-area_mm2 = 0.04871
synth-edff-count = 1024
top_cell_area_share_pct = 63.13
synth_cell_types = 46

[worst_setup_path]
crit_top_cell = clkdlybuf4s50_1
crit_chain = clkdlybuf4s50_1 > or2_1 > o41ai_2 > or4_2 > a31oi_1 > clkdlybuf4s50_1
required_ns = 6.16
crit_type = in2out
critPathSlowestCell = or4_2
path_max_fanout = 33
crit_end = read_data1[28]
end_kind = output port
cp_slowest_stage_delay_ns = 1.06
start_kind = input port
startpoint = rd[0]
cp.arrival_ns = 5.26

[run]
warnings = 26
maxCapViolations = 0

[global_route]
grt_remaining_overflow = 0
grt_max_degree = 95
grt_pass1_wl_mm = 218.5
antenna_found_initial = 5
groute.usage.overall_pct = 19.81
grt_pass1_vias = 31720

[floorplan]
ios = 113
chip_area_mm2 = 0.1640
core_mm2 = 0.1609
fp_util_pct = 30.27
die.size.y_um = 404.9
placementRows = 147
die_w_um = 404.9

[finish]
largest_reg_flops = 1024
area_growth_pct = 14.81
drive_gt1_share_pct = 16.41
regMostFlops = registers
reg_top3 = registers (1024)

[cts]
cts_sinks = 1024
htreeDepth = 3
cts_resized = 0
ctsHoldBuffers = 0
root_buffer = clkbuf_16
cts_tree = done
cts_buffers = 97
cts_setup_buffers = 0
clk_pin_slew_worst_paths_ns = 0.07
cts_buffer_depth = 3

[placed_design]
place.port_buffers = 112
dp_hpwl_mm = 90.63
place.gp.congestion = 0.9034

[min_path]
min_path_type = in2reg
worstHoldStart = write_data[1]

[run_status]
status = finished clean

-- cell type report --
class / instances / area (um^2)
multi-input cells: 1770 / 17140
flip-flops and latches: 1024 / 30750
diodes: 1 / 2.502
well taps: 2160 / 2703
inverters: 1 / 3.754
repair buffers: 247 / 2267
fillers: 15100 / 105000
clock buffers: 122 / 2606
clock inverters: 54 / 450.4
-- through the flow --
stage | cells | utilization [%] | setup slack (ns) | cell area, um^2
5_1_grt | 5379 | 34.75 | 0.8042 | 55920
3_3_place_gp | 5202 | 32.85 | 1.006 | 52860
3_5_place_dp | 5202 | 32.85 | 1.010 | 52860
6_report | 5379 | 34.75 | 0.9037 | 55920
4_1_cts | 5378 | 34.75 | 0.9892 | 55920
2_1_floorplan | 3051 | - | 3.156 | 48820
-- cell families after synthesis --
logic type	count (synthesis)	share of synthesized area [%]
AOI/OAI and AO/OA	539	7.760
xor gates and xnor gates	10	0.1798
buffers and inverters	257	2.556
DFF	1024	63.13
muxes	892	23.45
other	1	0.007699
and+or+nand+nor	297	2.921
-- worst max-delay path, delay by kind of cell --
family	cells	cell delay, ns
AOI/OAI and AO/OA	2	0.78
buffers and inverters	2	1.19
and+or+nand+nor	2	1.73
-- how the worst min path moves through the flow --
| stage | endpoint | slack (ns) | cells after the start |
|---|---|---|---|
| 4_1_cts | registers[23][1] | 1.66 | 2 |
| 5_1_grt | registers[23][3] | 1.69 | 2 |
| 6_report | registers[27][1] | 1.70 | 2 |
-- where the power goes --
group	switching [uW]	total, uW	leakage [uW]	internal, uW
logic	745	1240	0.00831	492
clock network	2080	4730	0.00149	2650
registers	30.4	6250	0.00925	6210
-- cells in the final DEF, fill, tap and decap left out, types with 8 or more instances in the layout --
cell and instances:
bufinv_16 8, a22oi_1 189, clkdlybuf4s50_1 102, clkbuf_1 21, mux2i_1 692, clkbuf_16 101
buf_4 126, buf_12 11, clkinv_2 13, and3_1 31, nor2_4 33, o21ai_0 63
a31oi_1 62, edfxtp_1 1024, a21oi_1 95, mux4_2 199, nand3_1 98, o221a_1 31
a221oi_1 62, o211ai_1 31, clkinv_1 28, conb_1 32, nand2_1 100
-- metal layers --
layer / part of all wire, % / track usage [%] / vias up
li1: - / - / 12690
met1: 33 / 21.94 / 14780
met4: 2.8 / 4.472 / 19
met3: 20 / 17.69 / 299
met2: 44 / 28.20 / 2006
met5: 0.30 / 1.665 / -
Power figures rest on the tool's default switching activity, not on a simulated workload.
